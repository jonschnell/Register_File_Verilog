File: flow/config.mk
export PLATFORM = sky130hd
export DESIGN_NAME = regfile
export DESIGN_NICKNAME = regfile
export VERILOG_FILES = /design/flow/design.v
export SDC_FILE = /design/flow/constraint.sdc
export NUM_CORES = 4
export LEC_CHECK = 1
export CORE_UTILIZATION = 40
File: flow/constraint.sdc
current_design regfile

set clk_period 1.2
set clk_io_pct 0.2

create_clock -name clk0 -period $clk_period [get_ports {CLK}]

set non_clock_inputs [all_inputs -no_clocks]
set_input_delay [expr $clk_period * $clk_io_pct] -clock clk0 $non_clock_inputs
set_output_delay [expr $clk_period * $clk_io_pct] -clock clk0 [all_outputs]
File: flow/design.v
module decoder3to8 (EN, W2, W1, W0, Y0, Y1, Y2, Y3, Y4, Y5, Y6, Y7);
input EN, W2, W1, W0;
output reg Y0, Y1, Y2, Y3, Y4, Y5, Y6, Y7;
always @(EN, W2, W1, W0)
begin
{Y0, Y1, Y2, Y3, Y4, Y5, Y6, Y7} = 8'd0;
if (EN)
begin
case({W2, W1, W0})
3'b000 : Y0 = 1'b1;
3'b001 : Y1 = 1'b1;
3'b010 : Y2 = 1'b1;
3'b011 : Y3 = 1'b1;
3'b100 : Y4 = 1'b1;
3'b101 : Y5 = 1'b1;
3'b110 : Y6 = 1'b1;
3'b111 : Y7 = 1'b1;
endcase
end
end
endmodule
module dff_1bit (Q, D, RST, CLK);
	input CLK, RST, D;
	output reg Q;
	always @ (posedge CLK or negedge RST)
		begin
		if (!RST)
		Q <= 1'd0;
		else
		Q <= D;
	end
endmodule
module dff_4bit ( Q, D, EN, RST, CLK);
input CLK;
input RST;
input EN;
input [3:0] D;
output [3:0] Q;
wire [3:0] W1;
mux2x1 MUX0 (.Y(W1[0]), .S(EN), .I0(Q[0]), .I1(D[0]));
mux2x1 MUX1 (.Y(W1[1]), .S(EN), .I0(Q[1]), .I1(D[1]));
mux2x1 MUX2 (.Y(W1[2]), .S(EN), .I0(Q[2]), .I1(D[2]));
mux2x1 MUX3 (.Y(W1[3]), .S(EN), .I0(Q[3]), .I1(D[3]));
dff_1bit DFF0 (.CLK(CLK), .RST(RST), .D(W1[0]), .Q(Q[0]));
dff_1bit DFF1 (.CLK(CLK), .RST(RST), .D(W1[1]), .Q(Q[1]));
dff_1bit DFF2 (.CLK(CLK), .RST(RST), .D(W1[2]), .Q(Q[2]));
dff_1bit DFF3 (.CLK(CLK), .RST(RST), .D(W1[3]), .Q(Q[3]));
endmodule
module mux2x1 (Y, S, I1, I0);
input I0, I1, S;
output Y;
assign Y = S ? I1 : I0;
endmodule
module mux8 (S2, S1, S0, W0, W1, W2, W3, W4, W5, W6, W7, F);
input S2, S1, S0;
input [3:0] W0, W1, W2, W3, W4, W5, W6, W7;
output reg [3:0] F;
always @(S2, S1, S0)
begin
case({S2, S1, S0})
3'b000 : F = W0;
3'b001 : F = W1;
3'b010 : F = W2;
3'b011 : F = W3;
3'b100 : F = W4;
3'b101 : F = W5;
3'b110 : F = W6;
3'b111 : F = W7;
endcase
end
endmodule
module regfile (DATAP3, DATAP2, DATAP1, DATAP0, DATAQ3, DATAQ2, DATAQ1, DATAQ0,
RP2, RP1, RP0, RQ2, RQ1, RQ0, WA2, WA1, WA0, LD_DATA, WR, CLRN, CLK);
input RP2, RP1, RP0, RQ2, RQ1, RQ0, WA2, WA1, WA0, WR, CLRN, CLK;
input [3:0] LD_DATA;
output DATAP3, DATAP2, DATAP1, DATAP0, DATAQ3, DATAQ2, DATAQ1, DATAQ0;
wire [3:0] DATAP, DATAQ;
wire EN0, EN1, EN2, EN3, EN4, EN5, EN6, EN7;
wire [3:0] DATA0, DATA1, DATA2, DATA3, DATA4, DATA5, DATA6, DATA7;
dff_4bit REG0 (.CLK(CLK), .RST(CLRN), .D(LD_DATA), .EN(EN0), .Q(DATA0));
dff_4bit REG1 (.CLK(CLK), .RST(CLRN), .D(LD_DATA), .EN(EN1), .Q(DATA1));
dff_4bit REG2 (.CLK(CLK), .RST(CLRN), .D(LD_DATA), .EN(EN2), .Q(DATA2));
dff_4bit REG3 (.CLK(CLK), .RST(CLRN), .D(LD_DATA), .EN(EN3), .Q(DATA3));
dff_4bit REG4 (.CLK(CLK), .RST(CLRN), .D(LD_DATA), .EN(EN4), .Q(DATA4));
dff_4bit REG5 (.CLK(CLK), .RST(CLRN), .D(LD_DATA), .EN(EN5), .Q(DATA5));
dff_4bit REG6 (.CLK(CLK), .RST(CLRN), .D(LD_DATA), .EN(EN6), .Q(DATA6));
dff_4bit REG7 (.CLK(CLK), .RST(CLRN), .D(LD_DATA), .EN(EN7), .Q(DATA7));
decoder3to8 WR_DECODE (.EN(1'b1), .W2(WA2), .W1(WA1), .W0(WA0), .Y0(EN0), .Y1(EN1), .Y2(EN2), .Y3(EN3), .Y4(EN4), .Y5(EN5), .Y6(EN6), .Y7(EN7));
mux8 RD_PMUX (.S2(RP2), .S1(RP1), .S0(RP0), .W0(DATA0), .W1(DATA1), .W2(DATA2), .W3(DATA3), .W4(DATA4), .W5(DATA5), .W6(DATA6), .W7(DATA7), .F(DATAP));
mux8 RD_QMUX (.S2(RQ2), .S1(RQ1), .S0(RQ0), .W0(DATA0), .W1(DATA1), .W2(DATA2), .W3(DATA3), .W4(DATA4), .W5(DATA5), .W6(DATA6), .W7(DATA7), .F(DATAQ));
assign DATAP0 = DATAP[0];
assign DATAP1 = DATAP[1];
assign DATAP2 = DATAP[2];
assign DATAP3 = DATAP[3];
assign DATAQ0 = DATAQ[0];
assign DATAQ1 = DATAQ[1];
assign DATAQ2 = DATAQ[2];
assign DATAQ3 = DATAQ[3];
endmodule
File: flow/run.sh
#!/bin/bash
# OpenROAD 26Q1-2900-gdf79404cd8, Yosys 0.63+post, stock flow scripts
make -C /OpenROAD-flow-scripts/flow DESIGN_CONFIG=/design/flow/config.mk WORK_HOME=/design/flow/orfs finish
==> reports/metrics.json <==
{
  "detail_route.first_pass.iterations": {"value": 20},
  "grt_usage": {"value": 22.17, "unit": "%"},
  "numClockSinks": {"value": 32},
  "total_leakage_power": {"value": 1.174, "unit": "nW"},
  "design_power_total": {"value": 0.003341, "unit": "W"},
  "cp_data_required_time": {"value": 0.96, "unit": "ns"},
  "synth_chip_area": {"value": 1881, "unit": "um^2"},
  "hold_path_class": {"value": "in -> async"},
  "rel_slew_slack": {"value": 76.79, "unit": "%"},
  "timing.clock.skew": {"value": 0, "unit": "ns"},
  "p_per_area": {"value": 1277, "unit": "nW/um^2"},
  "critical_path.startpoint_type": {"value": "flop"},
  "crit-reg2reg-launch": {"value": "REG1.DFF1.Q"},
  "ctsRootBufferMaster": {"value": "sky130_fd_sc_hd__clkbuf_8"},
  "share_of_yosys_cell_area_claimed_by_the_top_area_cell_type": {"value": 42.58, "unit": "%"},
  "antenna_found_initial": {"value": 0},
  "synth_simple_gate_area_share": {"value": 16.90, "unit": "%"},
  "synth_top_flop_cell": {"value": "sky130_fd_sc_hd__dfrtp_1"},
  "cts_made_buffers": {"value": 5},
  "insertedDiodeCount": {"value": 0},
  "slew_viol_final": {"value": 0},
  "core": {"value": 4444, "unit": "um^2"},
  "arrival": {"value": 1.46, "unit": "ns"},
  "row_count": {"value": 24},
  "max_cap_viol_count": {"value": 0},
  "hpwl_dp": {"value": 3482, "unit": "um"},
  "violated_checks": {"value": "negative setup slack"},
  "fin_cells": {"value": 280},
  "synthesized_area_fraction_occupied_by_adder_cells": {"value": 0, "unit": "%"},
  "die_h": {"value": 70.57, "unit": "um"},
  "synth_cell_type_count": {"value": 30},
  "drive_gt1_share": {"value": 51.32, "unit": "%"},
  "top_level_ports": {"value": 24},
  "async_flop_share": {"value": 100.0, "unit": "%"},
  "status": {"value": "complete, but fails checks"},
  "yosys.area_share.aoi": {"value": 13.17, "unit": "%"},
  "timing.fmax": {"value": 589.4, "unit": "MHz"},
  "registers_synthesis": {"value": 32},
  "synth.comb.largest_family": {"value": "multiplexers"},
  "stage_log_warnings": {"value": 29},
  "finalWorstSetupSlack": {"value": -0.4966, "unit": "ns"},
  "cts.reportedPaths.clkPinSlew": {"value": 0.07, "unit": "ns"},
  "worst_slew_pin_slew": {"value": 0.3471, "unit": "ns"},
  "die_w": {"value": 70.57, "unit": "um"},
  "clock_insertion_delay_worst_skew": {"value": 0.29, "unit": "ns"},
  "slowest_delay": {"value": 0.39, "unit": "ns"},
  "yosys_warnings": {"value": 3},
  "finalHoldViolCount": {"value": 0},
  "layout.cell_area.non_filler": {"value": 2616, "unit": "um^2"},
  "floorplan.core_util": {"value": 42.31, "unit": "%"},
  "crit_type": {"value": "reg -> out"},
  "via_count_of_the_first_global_routing_pass": {"value": 1585},
  "vias": {"value": 1575},
  "ctsHoldBuffers": {"value": 0},
  "cp_max_fo": {"value": 3},
  "final_core_utilization": {"value": 58.87, "unit": "%"},
  "syn_inst_count": {"value": 171},
  "post-route-period-util": {"value": 141.4, "unit": "%"},
  "minimum_clock_period_after_layout": {"value": 1.697, "unit": "ns"},
  "clock_tree_buf_depth": {"value": 2},
  "post-route-drc-count": {"value": 0},
  "crit_path_top_delay_cell": {"value": "sky130_fd_sc_hd__dfrtp_1"},
  "mappedNetlistArea": {"value": 1881, "unit": "um^2"},
  "floorplan.die_area": {"value": 4979, "unit": "um^2"},
  "max-vdd-ir-drop": {"value": 774.4, "unit": "uV"},
  "yosysSeqAreaShare": {"value": 42.58, "unit": "%"},
  "first_iter_violations": {"value": 101},
  "yosys.area_share.xor_xnor": {"value": 0, "unit": "%"},
  "ys_cells": {"value": 171},
  "synth.largest_area_cell": {"value": "sky130_fd_sc_hd__dfrtp_1"},
  "common_cells": {"value": "32 x sky130_fd_sc_hd__dfrtp_1, 31 x sky130_fd_sc_hd__mux2_2, 10 x sky130_fd_sc_hd__nand2_1, 10 x sky130_fd_sc_hd__o21ai_0"},
  "synth.top_cells.by_area": {"value": "sky130_fd_sc_hd__dfrtp_1 43%, sky130_fd_sc_hd__mux2_2 19%, sky130_fd_sc_hd__mux2i_1 4.8%"},
  "worstSetupEndpointType": {"value": "primary output"},
  "detailed_place.area": {"value": 2375, "unit": "um^2"},
  "syn-mean-instance-area": {"value": 11.00, "unit": "um^2"},
  "synth.mux.area_fraction": {"value": 24.15, "unit": "%"},
  "dp.cells": {"value": 263},
  "detail-route-antenna-nets": {"value": 0},
  "worstPathCellList": {"value": "mux2_4 -> a22o_1 -> o21ai_1 -> nand2_1 -> buf_2"},
  "grt_first_pass_wirelength": {"value": 8204, "unit": "um"},
  "viasPerCell": {"value": 5.625},
  "top_cell": {"value": "sky130_fd_sc_hd__dfrtp_1"},
  "cts_h_tree_depth": {"value": 2},
  "edf_count": {"value": 0},
  "report.final.setup_viol": {"value": 8},
  "r2r.worst_path.cells": {"value": 3},
  "grt_setup_unrepaired": {"value": "yes"},
  "avgRoutedWirePerCell": {"value": 17.49, "unit": "um"},
  "global_route.overflow_total": {"value": 0},
  "worstReg2RegEnd": {"value": "REG1.DFF1.Q"},
  "routabilityCongestion": {"value": 0.8672},
  "layout_area_overhead": {"value": 39.12, "unit": "%"},
  "postRouteWirelength": {"value": 4897, "unit": "um"},
  "portBuffers": {"value": 22},
  "pin_count_of_the_biggest_net_entering_global_routing": {"value": 33},
  "rrSetupSlack": {"value": 0.19, "unit": "ns"},
  "tritoncts_clock_tree": {"value": "done"}
}
## area by class of cell
class / instances / area [um^2]
Fill cell: 351 / 1828
Multi-Input combinational cell: 127 / 1150
Sequential cell: 32 / 800.8
Timing Repair Buffer: 58 / 496.7
Clock buffer: 6 / 82.58
Tap cell: 52 / 65.06
Inverter: 3 / 11.26
Clock inverter: 2 / 10.01
## cells in the final DEF (no fill, tap or decap), drive strengths merged
master and n:
nor3 1, and2b 1, nand2b 3, mux2i 9
bufbuf 1, nor3b 7, nor2 9, dlygate4sd2 4
or2 2, and3 3, clkdlybuf4s50 5, o32ai 1
nand3 4, o22ai 3, nand2 10, buf 46
or3 1, dfrtp 32, a21oi 4, a211oi 5
clkbuf 8, mux2 32, inv 3, a22oi 1
nand3b 6, a221oi 6, clkinv 2, a22o 6
o21ai 10, nor2b 3
## per-stage QoR
| stage | setup slack (ns) | setup TNS [ns] | hold WS (ns) |
|---|---|---|---|
| finish | -0.4966 | -3.461 | 0.3075 |
| floorplan | -0.02455 | -0.09268 | -0.05559 |
| CTS | -0.5013 | -3.589 | 0.3170 |
| detailed placement | -1.118 | -23.72 | 0.5237 |
| global placement | -1.103 | -23.01 | 0.5289 |
| global route | -0.5895 | -4.089 | 0.3205 |
## critical path, delay by kind of cell (launching register included)
| kind | cells | cell delay, ns |
|---|---|---|
| AND/OR/NAND/NOR | 1 | 0.06 |
| multiplexers | 1 | 0.27 |
| buffers and inverters | 1 | 0.11 |
| flip-flops | 1 | 0.39 |
| AND-OR/OR-AND | 2 | 0.34 |
## report_power, final
group	internal (W)	total [W]	switching (W)	leakage, nW
Sequential	0.00128	0.00145	0.000163	0.380
Combinational	0.000617	0.00102	0.000406	0.743
Clock	0.000458	0.000872	0.000414	0.0510
## cell families (layout without fill, tap and decap cells)
| logic type | count (synthesis) | in the layout |
|---|---|---|
| AND/OR/NAND/NOR | 50 | 50 |
| multiplexers | 41 | 41 |
| buffers and inverters | 12 | 69 |
| AND-OR/OR-AND | 36 | 36 |
| flip-flops | 32 | 32 |
## worst max path at each step
stage / startpoint / end / slack (ns) / cells past startpoint
after CTS: REG3.DFF0.Q / DATAP0 / -0.50 / 5
after global routing: REG3.DFF3.Q / DATAP3 / -0.59 / 5
final: REG3.DFF0.Q / DATAP0 / -0.50 / 5
## metal layers
metal	track usage, %	vias to the layer above	part of all wire, %
li1	-	750	-
met5	0	-	0
met4	1.556	0	0.90
met3	4.913	6	6.8
met1	34.43	776	47
met2	34.95	43	45
## timing repair
action | CTS | global route
endpoints found under the setup margin | 40 | 12
pin swaps | 27 | 19
resized | 70 | 11
gates cloned | 1 | 0
buffers inserted | 8 | 1
Power is estimated from default activity; no workload was simulated.
